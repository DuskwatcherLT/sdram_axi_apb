==> flow/design.v <==
`timescale 1ns/1ps
module APB_Slave
(
  input                         PCLK,
  input                         PRESETn,
  input        [4-1:0] PADDR,
  input                         PWRITE,
  input                         PSEL,
  input                         PENABLE,
  input        [32-1:0] PWDATA,
  output reg   [32-1:0] PRDATA,
  output reg                    PREADY
);
reg [32-1:0] RAM[0:2**4 -1];
integer i;
reg [1:0] State;
always @(negedge PRESETn or negedge PCLK) begin
    if (!PRESETn) begin
        State <= 2'b00;
        PREADY <=0;
    end
    else begin
        case(State) 
        2'b00 : begin
         PREADY <= 0;
         PRDATA <= 0;
            if (PSEL&&!PENABLE)begin
                State <= 2'b01;
            end
            else begin
                State <= 2'b00;
            end
        end
        2'b01 : begin
         PREADY <= 0;
            if (PSEL&&!PENABLE) begin
                State <= 2'b10;        
            end 
            else begin 
                State <= 2'b00; 
            end
        end
        2'b10 : begin
            if(PWRITE&&PENABLE) begin
                PREADY <= 1;
                RAM[PADDR] <= PWDATA;
                State <= 2'b01;
            end
            else if(!PWRITE&&PENABLE) begin
                PREADY <=1;
                PRDATA <= RAM[PADDR];
                State <= 2'b01;
            end        
            else begin
                State <= 2'b00;
            end
        end
        endcase
    end
end
endmodule
==> flow/run.sh <==
#!/bin/bash
# OpenROAD 26Q1-2900-gdf79404cd8, Yosys 0.63+post, stock flow scripts
make -C /OpenROAD-flow-scripts/flow DESIGN_CONFIG=/design/flow/config.mk WORK_HOME=/design/flow/orfs finish
==> flow/config.mk <==
export PLATFORM = sky130hd
export DESIGN_NAME = APB_Slave
export DESIGN_NICKNAME = APB_Slave
export VERILOG_FILES = /design/flow/design.v
export SDC_FILE = /design/flow/constraint.sdc
export NUM_CORES = 4
export LEC_CHECK = 1
export CORE_UTILIZATION = 30
==> flow/constraint.sdc <==
current_design APB_Slave

set clk_period 3.6
set clk_io_pct 0.2

create_clock -name clk0 -period $clk_period [get_ports {PCLK}]

set non_clock_inputs [all_inputs -no_clocks]
set_input_delay [expr $clk_period * $clk_io_pct] -clock clk0 $non_clock_inputs
set_output_delay [expr $clk_period * $clk_io_pct] -clock clk0 [all_outputs]
==> results.sh <==
# physical design summary
export IMPL_slew_headroom=0.650
export IMPL_rsz0062_at_grt="yes"
export IMPL_yosysSeqAreaShare=0.781
export IMPL_setup_viol_count_final=33
export IMPL_yosysMostFrequentCell="edfxtp_1"
export IMPL_dieHeight_microns=267
export IMPL_syn2layout_area_growth_pct=35.9
export IMPL_cts_tree="yes"
export IMPL_top_cell_area_share=0.776
export IMPL_core_area_sq_mm=0.0691
export IMPL_ff_type="edfxtp_1"
export IMPL_crit_arrival_ns=3.04
export IMPL_yosysCellCount=1141
export IMPL_critical_path_top_delay_family="flip-flops"
export IMPL_area_leaders="edfxtp_1 78%, a22o_1 4.9%, mux4_2 2.8%"
export IMPL_wire_per_inst_microns=18.8
export IMPL_status="finished with violations"
export IMPL_grt_usage=0.167
export IMPL_critPathSlowestCell="edfxtp_1"
export IMPL_rows=96
export IMPL_ios=74
export IMPL_first_global_vias=15400
export IMPL_path_cells="buf_2"
export IMPL_edf_count=544
export IMPL_grt_pass1_wl_microns=82700
export IMPL_vias=13400
export IMPL_netlist_instances=1141
export IMPL_placement_io_buffers=73
export IMPL_route_antenna_remaining_nets=0
export IMPL_synth_area_sq_mm=0.0211
export IMPL_layout_cells_non_filler=2888
export IMPL_path_clk_slew_ns=0.06
export IMPL_die_area_sq_mm=0.0712
export IMPL_ys_chip_area_sq_mm=0.0211
export IMPL_power_density_mw_per_mm2=567
export IMPL_cellLeakagePower_uw=0.0116
export IMPL_async_flop_share=0.00730
export IMPL_power_total_uw=16200
export IMPL_maxCapViolations=0
export IMPL_dr_pass1_iters=8
export IMPL_clk_latency_ns=0.66
export IMPL_synthDistinctLibCells=51
export IMPL_ff2ff_setup_slack_ns=1.30
export IMPL_viasPerCell=4.65
export IMPL_top_cells_by_count="544 x edfxtp_1, 117 x a22o_1, 43 x nand2_1"
export IMPL_clock_sinks=548
export IMPL_cts_htree_levels=2
export IMPL_synth_area_leader_cell="edfxtp_1"
export IMPL_cp_num_buf_inv=1
export IMPL_gr_total_overflow=0
export IMPL_place_gp_congestion=0.845
export IMPL_worstPathMaxFanout=1
export IMPL_dp_cells=2233
export IMPL_drt_wl_total_microns=54400
export IMPL_hold_buffers=0
export IMPL_drtIter0Drc=774
export IMPL_violations="setup timing"
export IMPL_slowest_delay_ns=0.44
export IMPL_finalMaxSlewViolations=0
export IMPL_worstSetupPathType="reg2out"
export IMPL_initCoreUtil=0.305
export IMPL_dp_hpwl_microns=33000
export IMPL_ys_warnings_count=2
export IMPL_tightest_slew_ns=0.523
export IMPL_fin_worst_skew_ns=0.0671
export IMPL_critPathLaunchType="flip-flop"
export IMPL_clockRootBuffer="clkbuf_16"
export IMPL_syn_area_per_cell_sq_um=18.4
export IMPL_cts_buffer_depth=3
export IMPL_drc_errors=0
export IMPL_drive_gt1_frac=0.201
export IMPL_peakVddDrop_mv=0.411
export IMPL_die_w_microns=267
export IMPL_antenna_found_initial=0
export IMPL_hold_path_class="reg2reg"
export IMPL_grt_max_degree=38
export IMPL_synth_flop_count=548
export IMPL_cts_made_buffers=57
export IMPL_warning_count=573
export IMPL_setup_ws_ns=-0.163
export IMPL_hold_violations=0
export IMPL_cp_data_required_time_ns=2.88
export IMPL_end_kind="primary output"
[registers in the layout, summed over array words and instances (netlist names)]
register  count
RAM         512
PREADY        1
PRDATA       32
State         3
[cells in the final DEF, fill, tap and decap left out, types with 8 or more instances in the layout]
cell type,Yosys,layout
nand3b_1,14,14
clkbuf_16,0,57
buf_4,9,119
buf_12,0,52
a32oi_1,8,8
a22o_1,117,117
nor2_4,1,15
nor2b_1,32,27
mux2i_1,37,37
clkdlybuf4s50_1,0,33
inv_1,3,556
a21oi_1,32,32
o21ai_0,37,37
buf_2,34,34
nand2_1,43,37
a31oi_1,32,32
mux4_2,26,26
o22ai_2,20,20
bufinv_16,0,10
clkinvlp_2,0,13
edfxtp_1,544,544
a222oi_1,26,26
[per-stage QoR]
step	hold WS [ns]	worst slack [ns]	utilization	area [sq um]	setup TNS [ns]
2_1_floorplan	0.415	-0.662	-	21400	-222.14
3_3_place_gp	0.432	-1.04	0.357	24700	-467.53
3_5_place_dp	0.443	-1.05	0.357	24700	-463.42
4_1_cts	0.442	-0.211	0.414	28600	-4.50
5_1_grt	0.465	-0.225	0.414	28600	-4.96
6_report	0.444	-0.163	0.414	28600	-3.11
[cells by family after synthesis]
kind of cell / share of synthesized area
compound gates: 0.115
buf+inv: 0.0238
flops: 0.781
mux: 0.0454
simple gates: 0.0352
[final cells by class]
class                   count  area, sq um
fillers                  5993        40500
diodes                      1         2.50
multi-input cells         508         4400
repair buffers            250         2610
clock buffers              58         1430
clock inverters           589         2550
flip-flops and latches    548        16400
well taps                 931         1160
inverters                   3         11.3
[metal layers]
| metal | track usage | vias to the layer above | wire length [microns] |
|---|---|---|---|
| met5 | 0.00624 | - | 59 |
| met4 | 0.0595 | 2 | 899 |
| met3 | 0.136 | 82 | 7670 |
| met1 | 0.186 | 6426 | 20100 |
| met2 | 0.238 | 661 | 25700 |
| li1 | - | 6272 | - |
[path summary, 6_finish.rpt]
kind	startpoint	endpoint	cells past startpoint
setup / recovery	PRDATA[10]$_SDFFCE_NN0P_	PRDATA[10]	1
hold / removal	State[2]$_DFF_NN0_	State[1]$_DFF_NN0_	1
setup reg to reg	State[1]$_DFF_NN0_	RAM[12][12]$_DFFE_NP_	5
hold reg to reg	State[2]$_DFF_NN0_	State[1]$_DFF_NN0_	1
max in group asynchronous	PRESETn	State[0]$_DFF_NN1_	2
min in group asynchronous	PRESETn	PREADY$_DFFE_NN0P_	2
[where the power goes]
part           total, uW  switching [uW]  internal (uW)
Sequential          7130            20.4           7110
Combinational        771             431            340
Clock               8310            3900           4410
Total              16200            4350          11900
[timing repair]
item	in CTS	in global routing
setup endpoints to repair	577	46
pin swaps	8	4
setup buffers	3	2
hold endpoints to repair	0	0
cloned	4	0
gates resized	112	12
[worst reg2reg max path, cell delays in order, from the launching register on]
cell	delay [ns]
dfrtn_1	0.38
buf_4	0.43
and4_4	0.49
nand2_8	0.09
nor3_4	0.33
buf_4	0.30
No activity file was given, so power comes from the tool's default toggle rates.
